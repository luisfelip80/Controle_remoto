$ cat run.sh
#!/bin/bash
# OpenROAD 26Q1-2900-gdf79404cd8, Yosys 0.63+post, stock flow scripts
make -C /OpenROAD-flow-scripts/flow DESIGN_CONFIG=/design/flow/config.mk WORK_HOME=/design/flow/orfs finish
$ cat config.mk
export PLATFORM = sky130hd
export DESIGN_NAME = bcdOut
export DESIGN_NICKNAME = bcdOut
export VERILOG_FILES = /design/flow/design.v
export SDC_FILE = /design/flow/constraint.sdc
export NUM_CORES = 4
export LEC_CHECK = 1
export CORE_AREA = 10 10 90 90
export DIE_AREA = 0 0 100 100
$ cat constraint.sdc
current_design bcdOut

set clk_period 6.5
set clk_io_pct 0.2

create_clock -name clk0 -period $clk_period

set non_clock_inputs [all_inputs -no_clocks]
set_input_delay [expr $clk_period * $clk_io_pct] -clock clk0 $non_clock_inputs
set_output_delay [expr $clk_period * $clk_io_pct] -clock clk0 [all_outputs]
$ cat design.v
module bcdOut(a,b,c,d,e,f,g, a1, b1, c1, d1, e1, f1, g1, a2, b2, c2, d2, e2, f2, g2, in);
	input [8:0] in;
	output a, b, c, d, e, f, g;
	output a1, b1, c1, d1, e1, f1, g1;
	output a2, b2, c2, d2, e2, f2, g2;
	reg sinal;
	reg [7:0]uni;
	reg [7:0]dez;
	reg [7:0]dezz;
	reg [7:0]cen;
	reg [6:0] su, sd, sc;
	reg [7:0] aux;
	always begin
			sinal <= in[8];
			aux <= in[7:0];
			uni <= aux%10;
			dezz <= aux%100;
			dez <= dezz/10;
			cen <= aux/100;
			case(uni)
				0: 
					su = 7'b0000001;
	          	1: 
					su = 7'b1001111;
	            2: 
					su = 7'b0010010;
	            3: 
					su = 7'b0000110;
	            4: 
					su = 7'b1001100;
	            5: 
					su = 7'b0100100;
	            6: 
					su = 7'b0100000;
	            7: 
					su = 7'b0001111;
	            8: 
					su = 7'b0000000;
	            9: 
					su = 7'b0000100;
				default:
					su = 7'b11111110;
        endcase
        		case(dez)
				0: 
					sd = 7'b0000001;
	            1: 
					sd = 7'b1001111;
	            2: 
					sd = 7'b0010010;
	            3: 
					sd = 7'b0000110;
	            4: 
					sd = 7'b1001100;
	            5: 
					sd = 7'b0100100;
	            6: 
					sd = 7'b0100000;
	            7: 
					sd = 7'b0001111;
	            8: 
					sd = 7'b0000000;
	            9: 
					sd = 7'b0000100;
				default:
					sd = 7'b11111110;
        endcase
        case(cen)
				0: 
					sc = 7'b0000001;
	            1: 
					sc = 7'b1001111;
				2: 
					sc = 7'b0010010;
				default:
					sc = 7'b11111110;
        endcase
	end
	assign {a, b, c, d, e, f, g} = su;
	assign {a1, b1, c1, d1, e1, f1, g1} = sd;
	assign {a2, b2, c2, d2, e2, f2, g2} = sc;
endmodule
==> results.tsv <==
stage	metric	value	unit
status	status	finished, violations left	
status	violations	negative setup slack	
finish	drive_gt1_frac	0.587	
place	post_dp_cell_area	4220	sq um
synthesis	yosysUniqueCellTypes	97	
synthesis	synth_warnings	4	
critical_path	worstPathRequired	5.20	ns
die	die_y	100	microns
finish	n_clock_buffer	0	
sta	rsz0062_at_grt	true	
synthesis	synth_area_per_cell	7.23	sq um
die	die_area	10000	sq um
finish	design_area	4960	sq um
sta	setup_viol_count_final	14	
power	design_power_total	0.865	mW
critical_path	critPathSlowestCell	a221oi_4	
critical_path	slowest_delay	0.30	ns
routing	drtIter0Drc	180	
synthesis	ys_chip_area	2660	sq um
die	fp_util	0.424	
routing	drt-pass1-iter-count	5	
finish	flop-count	0	
sta	timing.final.ws_setup	-0.489	ns
critical_path	path_max_fanout	5	
synthesis	ys_seq_share	0	
sta	fmax	0.143	GHz
die	row_count	29	
routing	routed_via_density	5.88	
run	log.warning_count	45	
global_route	globalRouteOverflowTotal	0	
place	gp_congestion	0.995	
power	irDropWorstVdd	0.247	mV
power	p_leak	2.11	nW
critical_path	arrival	5.69	ns
routing	ant_nets	0	
routing	num_vias	3813	
synthesis	synthCells	368	
sta	fin_crit	6.99	ns
critical_path	startpoint_type	input port	
synthesis	syn_area	2660	sq um
critical_path	critPathKind	input port to output port	
die	chipWidth	100	microns
global_route	grt_pass1_vias	3680	
sta	slew_violations	0	
sta	worst_hold_slack	3.24	ns
global_route	antenna_found_initial	0	
routing	diodes	0	
sta	hold_violations	0	
finish	seqCellArea	0	sq um
sta	finalSetupTns	-4.90	ns
global_route	grt_pass1_wl	17000	microns
global_route	grt_max_degree	17	
sta	maxSlewHeadroom	0.513	
critical_path	crit_path_end_kind	output port	
synthesis	synth-cells-yosys	368	
routing	drc	0	
routing	wirelength	10300	microns
power	power_density	174	nW/um^2
routing	wl_per_cell	15.9	microns
place	port_buffers	29	
die	pin_count	30	
sta	finalClockPeriodUsage	1.08	
cts	cts_hold_buffers	0	
place	dpl.hpwl	7360	microns
worst_hold_path	hp-class	input port to output port	
global_route	grt.total_usage	0.193	
run	maxCapViolations	0	
finish	area_delta_synth_final	86.5	%
place	place_ws	-1.44	ns
die	core_area	6280	sq um
sta	tightestPinTransition	0.731	ns
metal layers:
layer	share of wire	routed length (microns)	vias to the layer above	global-route usage
met5	0	0	-	0
met4	0.0037	38	0	0.0130
met3	0.023	238	4	0.00486
met2	0.49	5090	68	0.333
met1	0.48	4940	1852	0.273
li1	-	-	1889	-
worst paths after layout:
check / slack [ns] / end / cells after the start / startpoint
min: 3.24 / g / 5 / in[1]
max: -0.49 / b1 / 26 / in[5]
layout by cell type, fill, tap and decap left out, drive strengths merged, types with 4 or more instances in the layout:
cell,instances
a211o,6
a211oi,6
a21boi,7
a21o,5
a21oi,25
a311oi,4
a31o,6
a31oi,11
a41oi,4
and2,5
and3,4
buf,213
clkdlybuf4s15,4
clkdlybuf4s50,7
ha,18
inv,12
mux2i,4
nand2,26
nand2b,5
nand3,15
nand4,6
nor2,23
nor3,17
nor4,6
o211ai,9
o21a,6
o21ai,34
o22ai,6
o31ai,5
or2,5
or3,4
xnor2,9
where the power goes:
group | internal, mW | leakage (nW) | switching [mW]
logic | 0.467 | 2.11 | 0.398
registers | 0 | 0 | 0
clock network | 0 | 0 | 0
cells by family after synthesis:
kind of cell               Yosys count  share of synthesized area
and+or+nand+nor                    130                      0.283
muxes                                4                     0.0150
AOI/OAI and AO/OA                  166                      0.495
xor gates and xnor gates            11                     0.0362
adders and majority gates           21                     0.0969
buffers and inverters               36                     0.0743
worst max-delay path: cells and delay by family:
family / cells / cell delay (ns)
AOI/OAI and AO/OA: 10 / 1.84
buffers and inverters: 4 / 0.58
and+or+nand+nor: 8 / 1.11
adders and majority gates: 4 / 0.86
cell usage after synthesis, types with 4 or more instances:
| cell type | instances | area [sq um] |
|---|---|---|
| nor4_1 | 6 | 37.5 |
| a211o_1 | 6 | 52.6 |
| a21oi_1 | 23 | 115 |
| and2_1 | 4 | 25.0 |
| nor3_1 | 15 | 75.1 |
| nand2b_1 | 5 | 31.3 |
| a21o_1 | 5 | 37.5 |
| buf_6 | 4 | 45.0 |
| a211oi_1 | 4 | 30.0 |
| inv_1 | 10 | 37.5 |
| a31o_2 | 4 | 35.0 |
| nand4_1 | 4 | 25.0 |
| o21ai_0 | 28 | 140 |
| o21a_1 | 6 | 45.0 |
| mux2i_1 | 4 | 40.0 |
| or2_2 | 5 | 31.3 |
| nand3_1 | 14 | 70.1 |
| o22ai_1 | 6 | 37.5 |
| nor2_1 | 20 | 75.1 |
| a31oi_1 | 9 | 56.3 |
| nand2_1 | 25 | 93.8 |
| or3_1 | 4 | 25.0 |
| a21boi_0 | 5 | 37.5 |
| ha_1 | 18 | 225 |
| xnor2_1 | 9 | 78.8 |
| buf_2 | 8 | 40.0 |
| o211ai_1 | 8 | 60.1 |
| buf_4 | 6 | 45.0 |
per-stage QoR:
| step | instances | util |
|---|---|---|
| 2_1_floorplan | 368 | - |
| 3_3_place_gp | 613 | 0.672 |
| 3_5_place_dp | 613 | 0.672 |
| 4_1_cts | 644 | 0.756 |
| 5_1_grt | 649 | 0.791 |
| 6_report | 649 | 0.791 |
area by class of cell:
type | instances | area [sq um]
Inverter | 15 | 73.8
Multi-Input combinational cell | 332 | 3040
Timing Repair Buffer | 225 | 1760
Fill cell | 400 | 1320
Tap cell | 77 | 96.3
timing repair:
item	4_1_cts	5_1_grt
buffers inserted	33	7
setup endpoints to repair	14	14
pin swaps	58	37
gates resized	155	38
Power figures rest on the tool's default switching activity, not on a simulated workload.
