==> design.v <==
module bcdin(a,b,c,d,e,f,g,a1,b1,c1,d1,e1,f1,g1,n,sinal);
	output a,b,c,d,e,f,g;   
	output a1,b1,c1,d1,e1,f1,g1;  
	input [7:0]n;
	reg [3:0]i;  
	reg [3:0]j;  
	reg[6:0] su;
	reg[6:0] sd;
	input sinal;  
	always 
		begin
		i <= n%10;
		j <= n/10;
		case(i) 
				4'b0000: 
					su = 7'b0000001;
	            4'b0001: 
					su = 7'b1001111;
	            4'b0010: 
					su = 7'b0010010;
	            4'b0011: 
					su = 7'b0000110;
	            4'b0100: 
					su = 7'b1001100;
	            4'b0101: 
					su = 7'b0100100;
	            4'b0110: 
					su = 7'b0100000;
	            4'b0111: 
					su = 7'b0001111;
	            4'b1000: 
					su = 7'b0000000;
	            4'b1001: 
					su = 7'b0000100;
				default:
					su = 7'b0000001;
        endcase
        case(j) 
	        	4'b0000: 
	        		sd = 7'b0000001;
		        4'b0001: 
		        	sd = 7'b1001111;
		        4'b0010: 
		        	sd = 7'b0010010;
		        4'b0011: 
		        	sd = 7'b0000110;
		        4'b0100: 
		        	sd = 7'b1001100;
		        4'b0101: 
		        	sd = 7'b0100100;
		       4'b0110: 
		        	sd = 7'b0100000;
		        4'b0111: 
		        	sd = 7'b0001111;
		        4'b1000: 
		        	sd = 7'b0000000;
		       4'b1001: 
		        	sd = 7'b0000100;
		        default:
					sd = 7'b0000001;
		endcase
	end
	assign {a, b, c, d, e, f, g} = su;
	assign {a1, b1, c1, d1, e1, f1, g1} = sd;
endmodule
==> run.sh <==
#!/bin/bash
# OpenROAD 26Q1-2900-gdf79404cd8, Yosys 0.63+post, stock flow scripts
make -C /OpenROAD-flow-scripts/flow DESIGN_CONFIG=/design/flow/config.mk WORK_HOME=/design/flow/orfs finish
==> config.mk <==
export PLATFORM = sky130hd
export DESIGN_NAME = bcdin
export DESIGN_NICKNAME = bcdin
export VERILOG_FILES = /design/flow/design.v
export SDC_FILE = /design/flow/constraint.sdc
export NUM_CORES = 4
export LEC_CHECK = 1
export CORE_AREA = 10 10 70 70
export DIE_AREA = 0 0 80 80
==> constraint.sdc <==
current_design bcdin

set clk_period 6.3
set clk_io_pct 0.2

create_clock -name clk0 -period $clk_period

set non_clock_inputs [all_inputs -no_clocks]
set_input_delay [expr $clk_period * $clk_io_pct] -clock clk0 $non_clock_inputs
set_output_delay [expr $clk_period * $clk_io_pct] -clock clk0 [all_outputs]
==> impl_metrics.yaml <==
# implementation run metrics
synthesis:
  synth_warnings: 1
  avgSynthCellArea_sq_um: 7.037
  yosys.area.top_type_share_pct: 11.33
  synth-simple-area-share_pct: 31.26
  ys_sh_aoi_pct: 30.24
  ys_sh_xor_pct: 9.513
  top_cells_by_area: "ha_1 11%, xnor2_1 7.1%, nor2_1 5.1%, nand2_1 4.4%, a21oi_1 4.1%"
  top_area_cell: "ha_1"
  ys_seq_share_pct: 0
  ys_sh_adder_pct: 12.23
  syn_inst: 157
  synth-cells-yosys: 157
  netlist_logic_family_top: "simple AND/OR/NAND/NOR gates"
  syn_area_sq_um: 1105
  ys_area_sq_um: 1105
  ys_sh_mux_pct: 4.983
  synth.distinct_cells: 60
floorplan:
  die_area_sq_um: 6400
  fp.coreArea_sq_um: 3416
  ios: 23
  fp-row-count: 21
  die_w_um: 80
  die_height_um: 80
  initCoreUtil_pct: 32.34
detailed_routing:
  via_count: 1258
  first_pass_iters: 4
  drc: 0
  num_antenna_cells: 0
  totalWireLength_mm: 3.102
  first_iter_violations: 29
  via_per_inst: 4.857
  ant_nets: 0
  wl_per_cell_um: 11.98
grt:
  grt-ovfl-total: 0
  grt_pass1_wl_mm: 5.092
  antenna_found_initial: 0
  grt_usage_pct: 9.061
  grt_max_degree: 19
  grt_pass1_vias: 1160
final_timing:
  fin_crit_sh_pct: 96.70
  clock.fmax_mhz: 164.1
  hold_viol: 0
  timing.final.crit_period_ns: 6.092
  worst_pin_slew_ns: 0.3824
  drv_slew: 0
  setup_viol: 0
  relSlewSlack_pct: 74.18
  hold_ws_ns: 3.519
  grt_setup_unrepaired: "false"
placement:
  hpwl_mm: 2.443
  place_area_sq_um: 1590
  globalplace.congestion: 0.9069
  portBuffers: 22
layout:
  nFillCells: 311
  clock_buffers: 0
  post-route-util_pct: 52.31
  layout_top_cell: "buf_4"
  area_growth_syn_to_layout_pct: 61.72
  fin_area_sq_um: 1787
  flops: 0
  layout-drive-gt1-share_pct: 37.56
  regArea_sq_um: 0
  lay_top_cells: "42 x buf_4, 16 x clkdlybuf4s50_1, 13 x nand2_1, 12 x nor2_1, 9 x inv_1"
critical_path:
  criticalPathCategory: "in2out"
  endpoint: "f"
  critPathMaxFanout: 5
  startpoint_type: "primary input"
  startpoint: "n[3]"
  worstPathArrival_ns: 4.83
  cp-end-kind: "output pin"
  critical_path_required_ns: 5.04
worst_hold_path:
  worst_hold_path_type: "in2out"
run:
  cap_violations: 0
  warnings: 39
power_and_ir_drop:
  peakVddDrop_mv: 0.05307
  p_leak_uw: 0.0008073
  cellPowerDensity_nw_per_um2: 161.0
status:
  status: "finished, final reports clean"
## through the flow
step | instances | setup TNS [ns] | power, uW | setup WS (ns)
finish | 259 | 0 | 287.7 | 0.2077
global placement | 253 | -3.761 | 246.9 | -0.4120
global route | 259 | 0 | 316.9 | 0.002852
detailed placement | 253 | -3.795 | 251.2 | -0.4066
CTS | 255 | 0 | 267.8 | 0.01323
floorplan | 157 | 0 | 132.5 | 0.4289
## worst max-delay path, stage by stage
cell and delay (ns):
clkdlybuf4s50_1 0.57, inv_1 0.09, or3_4 0.38, a22oi_4 0.25, nor3b_4 0.25, o32ai_2 0.13, maj3_2 0.33, a211oi_2 0.21
and2_4 0.22, xnor2_2 0.13, inv_1 0.09, ha_1 0.19, nand2b_1 0.14, a21oi_1 0.12, clkdlybuf4s50_1 0.47
## Yosys cell counts (3+ instances only)
library cell / instances
mux2i_1: 4
inv_1: 10
xnor2_1: 9
a211oi_1: 4
nand2b_1: 4
o21ai_0: 7
nand3_1: 5
ha_1: 10
nand2_1: 13
o21a_1: 4
a21oi_1: 9
nor2_1: 15
buf_4: 4
xor2_1: 3
buf_6: 4
## what timing repair did
action | 4_1_cts | 5_1_grt
endpoints found under the setup margin | 14 | 13
pin swaps | 9 | 6
setup buffers | 2 | 4
gates resized | 24 | 17
hold buffers | 0 | 0
## cells by family (layout without fill, tap and decap cells)
group	after synthesis	after routing
buffers and inverters	22	78
adders and majority gates	11	11
AOI/OAI and AO/OA	46	46
xor gates and xnor gates	12	12
and+or+nand+nor	61	61
muxes	5	5
## area by class of cell
| cell class | count | area, sq um | area share (%) |
|---|---|---|---|
| multi-input combinational | 135 | 1107 | 61.97 |
| timing repair buffer | 68 | 584.3 | 32.70 |
| inverter | 10 | 37.54 | 2.101 |
| tap | 46 | 57.56 | 3.221 |
## layer usage
layer	wire length, um	vias up	GRT usage [%]
li1	-	678	-
met1	1696	563	13.89
met2	1277	17	14.21
met3	128	0	0.5682
met4	0	0	0
met5	0	-	0
## where the power goes
group,internal (uW),switching [uW],leakage (uW),total (uW)
Combinational,170,118,0.000807,288
Clock,0,0,0,0
Sequential,0,0,0,0
## worst min path at each step
stage / startpoint / endpoint / slack, ns / cells past startpoint
global route: n[0] / e / 3.55 / 4
finish: n[0] / e / 3.52 / 4
CTS: n[0] / e / 3.51 / 4
Power and IR drop assume default switching activity.
