`/design/flow/run.sh`:
```
#!/bin/bash
# OpenROAD 26Q1-2900-gdf79404cd8, Yosys 0.63+post, stock flow scripts
make -C /OpenROAD-flow-scripts/flow DESIGN_CONFIG=/design/flow/config.mk WORK_HOME=/design/flow/orfs finish
```
`/design/flow/config.mk`:
```
export PLATFORM = sky130hd
export DESIGN_NAME = Remoto
export DESIGN_NICKNAME = Remoto
export VERILOG_FILES = /design/flow/design.v
export SDC_FILE = /design/flow/constraint.sdc
export NUM_CORES = 4
export LEC_CHECK = 1
export CORE_UTILIZATION = 40
```
`/design/flow/constraint.sdc`:
```
current_design Remoto

set clk_period 11.7
set clk_io_pct 0.2

create_clock -name clk0 -period $clk_period [get_ports {clk}]

set non_clock_inputs [all_inputs -no_clocks]
set_input_delay [expr $clk_period * $clk_io_pct] -clock clk0 $non_clock_inputs
set_output_delay [expr $clk_period * $clk_io_pct] -clock clk0 [all_outputs]
```
`/design/flow/design.v`:
```
module Remoto(clk,entrada,comando,su,sd,suB,sdB,saida_1,saida1_1,saida2_1,soma_result_1,sinal_A,sinal_B);
parameter inicia            = 2'b00;   
parameter inicia_1          = 2'b01;    
parameter leitura           = 2'b10; 
parameter zera_B    = 3'b010;
parameter zera_tudo = 3'b011;
parameter soma      = 3'b100;
parameter sub       = 3'b101;
parameter muda_sinal= 3'b110;
parameter  DESLIGADO = 0;
parameter  ESPERA = 1;
parameter limite_um      =  262143; 
parameter lid_zero      =  230000;  
parameter  RECEBE_A_DEZ = 2;
parameter  RECEBE_A_UNI = 3;
parameter  MUDA_SINAL_A = 4;
parameter  RECEBE_A_DEZ_B = 5;
parameter  RECEBE_A_UNI_B = 6;
parameter  MUDA_SINAL_B = 7;
parameter  ZERA_TUDO = 8;	
parameter lid_um  			=  210000;  
parameter tempo_zero      =  41500;
parameter tempo_bit  =  20000;
input         clk;      
input         entrada;    
output reg [7:0] comando;
output reg[6:0] su;
output reg[6:0] sd;
output reg[6:0] suB;
output reg[6:0] sdB; 
wire [8:0] soma_result;
output reg [8:0] soma_result_1;
reg [4:0] estado_m;
reg [7:0] vetorA;
reg [7:0] vetorA_aux;
reg [7:0] vetorA_2;
reg [7:0] vetorA_1;
reg [7:0] vetorB;
reg [7:0] vetorB_aux;
reg [7:0] vetorB_1;
reg [7:0] vetorB_2;
reg marca;
reg on;
output reg sinal_A;
output reg sinal_B;
reg    [31:0] dados_c;              
reg    [17:0] contado_inicial;            
reg           contado_inicial_flag;      
reg [32:0]delay;
reg [2:0]op;
wire [6:0] saida;
wire [6:0] saida1;
wire [6:0] saida2;
output [6:0] saida_1;
output [6:0] saida1_1;
output [6:0] saida2_1;
reg    [17:0] contador_inicial;           
reg           contador_inicial_flag;    
reg    [17:0] contagem;           
reg           contagem_flag;     
reg     [5:0] bitcount;              
reg     [1:0] estado;             
reg    [31:0] dados_control;        
reg nova_mensagem,nova_uni,nova_dezen,menor_que_10,menor_que_10_dez;        
reg    [31:0] dados_buffer;       
initial begin
	op = 1;
	on = 0;
	nova_mensagem = 0;
	marca = 0;
	estado = DESLIGADO;
	vetorA<=8'b11111111;
	vetorB<=8'b11111111;
	sinal_A<=0;
	sinal_B<=0;
end
assign saida_1 = saida;
assign saida1_1 = saida1;
assign saida2_1 = saida2;
ula G1(.clock(clk),.a(vetorA),.b(vetorB),.r(soma_result),.op(op), .enable(on), .sinA(sinal_A),.sinB(sinal_B));
bcdout G2(.saida(saida),.saida1(saida1),.saida2(saida2),.in(soma_result_1),.enable(on));
always @(posedge clk )
if ((estado == inicia) && !entrada)
			 contado_inicial <= contado_inicial + 1'b1;
		else                           
			 contado_inicial <= 0;	              		 	
always @(posedge clk)	
if ((estado == inicia_1) && entrada)
			 contador_inicial <= contador_inicial + 1'b1;
		else  
			 contador_inicial <= 0;	            		 	
always @(posedge clk )
if ((estado == leitura) && entrada)
			 contagem <= contagem + 1'b1;
		else
			 contagem <= 1'b0;        
always @(posedge clk)
if (estado == leitura)
		begin
			if (contagem == tempo_bit)
					bitcount <= bitcount + 1'b1; 
		end   
	  else
	     bitcount <= 6'b0;
always @(posedge clk) 
			case (estado)
 			    inicia  : if (contado_inicial > lid_zero)  
			  	              estado <= inicia_1; 
			    inicia_1: if (contador_inicial > lid_um)
			  	              estado <= leitura;
			    leitura : if ((contagem >= limite_um) || (bitcount >= 33))
			  					      estado <= inicia;
	        default  : estado <= inicia; 
			 endcase
always @(posedge clk)
	  if (estado == leitura)
		begin
			 if (contagem >= tempo_zero) 
			    dados_control[bitcount-1'b1] <= 1'b1;  
		end
		else
			 dados_control <= 0;
always @(posedge clk)
	  if (nova_mensagem)
	     dados_c <= dados_buffer;
always @(posedge clk)
	  if (bitcount == 32) begin
			 if (dados_control[31:24] == ~dados_control[23:16])
			 begin		
				comando[7:0] <= dados_control[23:16]; 
				dados_buffer <= dados_control;
			 	nova_mensagem <= 1'b1;
			 end
			 else
				  nova_mensagem <= 1'b0 ;
		end
		else begin
			nova_mensagem <= 1'b0 ;
		end
always @(posedge clk) begin
	if(soma_result_1==0)begin
		soma_result_1=8'b100000000;
	end
	else if(!on && soma_result_1[8]==0) begin
		soma_result_1[8]=1'b1;
	end
	case(estado_m)
		DESLIGADO: begin
				if(comando == 8'b00010010 && nova_mensagem)begin
					estado_m <= ESPERA;
					on <= 1;
					vetorA<=0;
					vetorB<=0;
					op<=0;
					if(soma_result==0)begin
						soma_result_1=8'b100000000;
					end
				end
			end
		ESPERA:begin
				if(comando == 8'b00010010 && nova_mensagem)begin 
					vetorA<=8'b11111111;
					vetorB<=8'b11111111;
					soma_result_1 <=0;
					soma_result_1[8] <=1;
					estado_m <= DESLIGADO;
					on<=0;
				end
				else if(comando == 8'b00001111)begin  
					estado_m <=  RECEBE_A_DEZ;
					vetorA<=0;
					sinal_A<=0;
					soma_result_1 <=0;
					soma_result_1[8] <=1;
				end
				else if(comando == 8'b00010000)begin  
					estado_m <=  ZERA_TUDO;
					vetorA<=0;
					vetorB<=0;
					sinal_A<=0;
					sinal_B<=0;
					soma_result_1 <=0;
					soma_result_1[8] <=1;
				end
				else if(comando == 8'b00010011)begin 
					estado_m <= RECEBE_A_DEZ_B;
					vetorB<=0;
					sinal_B<=0;
					soma_result_1 <=0;
					soma_result_1[8] <=1;
				end
				else if(comando == 8'b00011010)begin 
					op<=0;
					if(soma_result==0)begin
						soma_result_1=8'b100000000;
					end
					else begin
						soma_result_1 = soma_result;
					end
				end
				else if(comando == 8'b00011110)begin 
					op<=1;
					if(soma_result==0)begin
						soma_result_1=8'b100000000;
					end
					else begin
					soma_result_1 = soma_result;
					end
				end
			end
		ZERA_TUDO:begin
				estado_m <= RECEBE_A_DEZ;
				soma_result_1 <=0;
				soma_result_1[8] <=1;
		end
		RECEBE_A_DEZ_B:begin
				if(comando >= 0 && comando < 10)begin
					vetorB <=comando;
					sinal_B <=0;
					estado_m <= RECEBE_A_UNI_B;
					delay <= 0;
				end
			end	
		RECEBE_A_DEZ:begin
				if(comando >= 0 && comando < 10)begin
					vetorA <= comando;
					sinal_A <=0;
					estado_m <= RECEBE_A_UNI;
					delay <= 0;
				end
			end	
		RECEBE_A_UNI:begin
			delay = delay + 1'b1;
				if((delay > 5000000 && (comando >= 0 && comando < 10)) && nova_mensagem)begin
					vetorA<=vetorA * 10 + comando;
					estado_m <= MUDA_SINAL_A;
					delay<=0;
				end
				else if((delay > 5000000 && comando > 9) && nova_mensagem)begin
					estado_m <= MUDA_SINAL_A;
					delay<=0;
				end
			end
		RECEBE_A_UNI_B:begin
			delay = delay + 1'b1;
				if((delay > 5000000 && (comando >= 0 && comando < 10)) && nova_mensagem)begin
					vetorB<=vetorB * 10 + comando;
					estado_m <= MUDA_SINAL_B;
					delay<=0;
				end
				else if((delay > 5000000 && comando > 9) && nova_mensagem)begin
					estado_m <= MUDA_SINAL_B;
					delay<=0;
				end
			end
		MUDA_SINAL_A:begin
			if(comando == 8'b00001100)begin
				sinal_A=~sinal_A;
				estado_m <=ESPERA;
			end
			else if(comando > 9 && comando != 8'b00001100)begin
				estado_m <=ESPERA;
			end
		end
		MUDA_SINAL_B:begin
			if(comando == 8'b00001100 )begin
				sinal_B=~sinal_B;
				estado_m <=ESPERA;
			end
			else if(comando > 9 && comando != 8'b00001100)begin
				estado_m <=ESPERA;
			end
		end
	endcase	
end
always @(*) begin
		if(vetorA > 200) begin
			su = 7'b1111111;
			sd = 7'b1111111;
		end
		else begin
			vetorA_1 <= vetorA%10;
			vetorA_2 <= vetorA/10;
			case(vetorA_1)
				0: 
					su = 7'b0000001;
	            1: 
					su = 7'b1001111;
	            2: 
					su = 7'b0010010;
	            3: 
					su = 7'b0000110;
	            4: 
					su = 7'b1001100;
	            5: 
					su = 7'b0100100;
	            6: 
					su = 7'b0100000;
	            7: 
					su = 7'b0001111;
	            8: 
					su = 7'b0000000;
	            9: 
					su = 7'b0000100;
        endcase
	        case(vetorA_2)
		        	0: 
		        		sd = 7'b0000001;
			        1: 
			        	sd = 7'b1001111;
			        2: 
			        	sd = 7'b0010010;
			        3: 
			        	sd = 7'b0000110;
			        4: 
			        	sd = 7'b1001100;
			        5: 
			        	sd = 7'b0100100;
			        6: 
			        	sd = 7'b0100000;
			        7: 
			        	sd = 7'b0001111;
			        8: 
			        	sd = 7'b0000000;
			        9: 
			        	sd = 7'b0000100;
			endcase
		end	
	end
	always @(*) begin
		if(vetorB > 200) begin
			suB = 7'b1111111;
			sdB = 7'b1111111;
		end
		else begin
			vetorB_1 = vetorB%10;
			vetorB_2 = vetorB/10;
			case(vetorB_1)
					0: 
						suB = 7'b0000001;
		            1: 
						suB = 7'b1001111;
		            2: 
						suB = 7'b0010010;
		            3: 
						suB = 7'b0000110;
		            4: 
						suB = 7'b1001100;
		            5: 
						suB = 7'b0100100;
		            6: 
						suB = 7'b0100000;
		            7: 
						suB = 7'b0001111;
		            8: 
						suB = 7'b0000000;
		            9: 
						suB = 7'b0000100;
	        endcase
	        case(vetorB_2)
		        	0: 
		        		sdB = 7'b0000001;
			        1: 
			        	sdB = 7'b1001111;
			        2: 
			        	sdB = 7'b0010010;
			        3: 
			        	sdB = 7'b0000110;
			        4: 
			        	sdB = 7'b1001100;
			        5: 
			        	sdB = 7'b0100100;
			        6: 
			        	sdB = 7'b0100000;
			        7: 
			        	sdB = 7'b0001111;
			        8: 
			        	sdB = 7'b0000000;
			        9: 
			        	sdB = 7'b0000100;
			endcase
		end
	end	
endmodule
module bcdout(saida,saida1,saida2,in,enable);
	input [8:0] in;
	output reg [6:0]saida;
	output reg [6:0]saida1;
	output reg [6:0]saida2;
	input enable;
	reg sinal;
	reg [7:0]uni;
	reg [7:0]dez;
	reg [7:0]dezz;
	reg [7:0]cen;
	reg [6:0] su, sd, sc;
	reg [7:0] aux;
	always begin
		if (enable) begin
			sinal = in[8];
			aux[7:0] = in[7:0];
			uni = aux%10;
			dezz = aux%100;
			dez = dezz/10;
			cen = aux/100;
			case(uni)
				8'b00000000: 
					saida = 7'b0000001;
	            8'b00000001: 
					saida = 7'b1001111;
	            8'b00000010: 
					saida = 7'b0010010;
	            8'b00000011: 
					saida = 7'b0000110;
	            8'b00000100: 
					saida = 7'b1001100;
	            8'b00000101: 
					saida = 7'b0100100;
	            8'b00000110: 
					saida = 7'b0100000;
	            8'b00000111: 
					saida = 7'b0001111;
	            8'b00001000: 
					saida = 7'b0000000;
	            8'b00001001: 
					saida = 7'b0000100;
				default:
					saida = 7'b11111110;
        endcase
        		case(dez)
				8'b00000000: 
					saida1 = 7'b0000001;
	            8'b00000001: 
					saida1 = 7'b1001111;
	            8'b00000010: 
					saida1 = 7'b0010010;
	            8'b00000011: 
					saida1 = 7'b0000110;
	            8'b00000100: 
					saida1 = 7'b1001100;
	            8'b00000101: 
					saida1 = 7'b0100100;
	            8'b00000110: 
					saida1 = 7'b0100000;
	            8'b00000111: 
					saida1 = 7'b0001111;
	            8'b00001000: 
					saida1 = 7'b0000000;
	            8'b00001001: 
					saida1 = 7'b0000100;
				default:
					saida1 = 7'b11111110;
        endcase
        case(cen)
				8'b00000000: 
					saida2 = 7'b0000001;
	            8'b00000001: 
					saida2 = 7'b1001111;
				8'b00000010: 
					saida2 = 7'b0010010;
				default:
					saida2 = 7'b11111110;
        endcase
		end
		else begin
				saida = 7'b11111111;
				saida1 = 7'b11111111;
				saida2 = 7'b11111111;
			end	
	end
endmodule
module ula(clock,a,b,r,op,sb,sa,enable,sinA, sinB);
	input [7:0]a;
	input [7:0]b;
	input op;
	input clock;
	output reg [8:0]r;
	output sa, sb;
	input sinA;
	input sinB;
	reg saa;
	reg sbb;
	reg sinal;
	input enable;
	reg [6:0]aa;
	reg [6:0]bb;
	reg [7:0]rr;
	always @(posedge clock) begin
		saa = sinA;
		sbb = sinB;
		aa = a[6:0];
		bb = b[6:0];
		case(op)
			0: begin
				if(saa == 0 && sbb == 0)begin
					rr = aa + bb;
					sinal = 0;
				end
				if(saa == 1 && sbb == 0)begin
					if(aa > bb)begin
						rr = aa - bb;
						sinal = saa;
					end
					else begin
						rr = bb - aa;
						sinal = sbb;
					end
				end
				if(saa == 0 && sbb == 1)begin
					if(aa > bb)begin
						rr = aa - bb;
						sinal = saa;
					end
					else begin
						rr = bb - aa;
						sinal = sbb;
					end
				end
				if(saa == 1 && sbb == 1)begin
					rr = aa + bb;
					sinal = 1;
				end
			end	
			1: begin
			sbb = ~sbb;
			if(saa == 0 && sbb == 0)begin
					rr = aa + bb;
					sinal = 0;
				end
				if(saa == 1 && sbb == 0)begin
					if(aa > bb)begin
						rr = aa - bb;
						sinal = saa;
					end
					else begin
						rr = bb - aa;
						sinal = sbb;
					end
				end
				if(saa == 0 && sbb == 1)begin
					if(aa > bb)begin
						rr = aa - bb;
						sinal = saa;
					end
					else begin
						rr = bb - aa;
						sinal = sbb;
					end
				end
				if(saa == 1 && sbb == 1)begin
					rr = aa + bb;
					sinal = 1;
				end
			end	
		endcase
	end
	always @(posedge clock) begin
		if (rr==0) begin
			r[8] <= 1;
			r[7:0] = rr;
		end
		else begin
			r[8] <= ~sinal;
			r[7:0] = rr;
		end
	end
	assign sa = saa;
	assign sb = sbb;
endmodule
```
==> qor.yml <==
untimed_endpoints: 69
num_antenna_cells: 0
startpoint_type: "flop"
netSwitchingPower_mw: 0.251
final_cell_area_sq_um: 17200
grt-ovfl-total: 0
clock-root-buffer: "clkbuf_16"
finalSetupTns_ns: 0
grt_use_total_pct: 19.2
worst-path-stages: 25
area_growth_pct: 10.1
final_cells: 2420
syn_inst: 1887
logic_area_sq_um: 10000
vdd.ir_drop.worst_uv: 93.2
ys_warn_count: 14
finalClockPeriodUsage_pct: 86.7
drc: 0
synth-area-yosys_sq_um: 15600
core_sq_um: 38000
wl_per_cell_um: 15.1
area_leaders: "edfxtp_1 (14%), dfxtp_1 (13%), ha_1 (7.1%), nor2_1 (5.4%), xor2_1 (5.0%)"
ant_nets: 0
cts_tree: "built"
relSlewSlack_pct: 40.2
dp_hpwl_um: 26700
cp_slowest_cell: "dfxtp_1"
regArea_sq_um: 4860
seqPwrFrac_pct: 54.1
fmax_mhz: 98.6
setup.worst_path.class: "reg -> out"
reg2reg_depth: 12
final_max_slew_viol_count: 0
synthArstFlopShare_pct: 0
worst_path_most_repeated_cell: "ha_1"
synth.avg_cell_area_sq_um: 8.27
ys.flop_type: "dfxtp_1"
h-tree-depth: 4
worstPathArrival_ns: 7.80
clk_path_buf_depth: 2
required_ns: 9.36
syn_area_sq_um: 15600
ys_types: 113
worst_pin_slew_ns: 0.897
fillCellCount: 3726
std_cell_rows: 71
worst_path_dominant_cell_family: "AND-OR/OR-AND gates"
p_clk_share_pct: 45.5
grt_max_degree: 34
ioPinCount: 70
p_total_mw: 1.17
critPathCaptureType: "primary output"
antenna_found_initial: 0
max_cap_viol_count: 0
postRouteWirelength_um: 36600
drive_gt1_share_pct: 5.76
clkTransAtPathRegs_ns: 0.06
placedCellCount: 2388
setup_viol: 0
fp_util_pct: 41.1
unclocked_regs: 41
grt_pass1_vias: 12400
dieWidth_um: 200
first_pass_iters: 7
portBuffers: 69
hold_depth: 0
synth-edff-count: 72
switching_share_pct: 21.4
p_int_mw: 0.922
cts_resized: 0
most_common_cell: "nor2_1"
cts_setup_buffers: 0
dpl_cell_area_sq_um: 16600
hold_viol_final: 0
status: "completed"
synthTopCellsByCount: "nor2_1 (224), nand2_1 (129), a21oi_1 (117)"
yosysTopAreaCell: "edfxtp_1"
holdCritPathClass: "reg -> reg"
yosysTopAreaCellShare_pct: 13.9
clk_latency_ns: 0.43
skew_ns: 0.0102
first_iter_violations: 1084
chipHeight_um: 200
routabilityCongestion: 0.921
rsz0062_at_grt: "false"
synth_flop_count: 217
grt_pass1_wl_um: 61400
die-area_sq_um: 39800
viasPerCell: 5.63
power_leakage_nw: 6.57
hold_buffers: 0
p_per_area_nw_per_um2: 68.3
cts_made_buffers: 17
cpPeakStageDelay_ns: 0.74
warnings: 62
cp_num_buf_inv: 3
crit_path_max_fanout: 20
dr_total_vias: 13600
p_comb_share_pct: 0.4
timing.final.crit_period_ns: 10.14
ys_cells: 1887
[layer usage]
metal	track usage [%]	vias to the layer above	part of all wire (%)
met2	30.3	317	46
met3	2.15	23	4.7
li1	-	6917	-
met4	1.84	0	1.0
met1	30.0	6375	48
met5	0	-	0
[sequential cells by signal, indices dropped and copies added (netlist names), 9 cells and up]
register	count
dados_control	16
contador_inicial	18
soma_result_1	9
contado_inicial	18
delay	33
estado_m	9
G1.r	9
contagem	18
[placed cells by master, fill, tap and decap left out, types with 72 or more instances in the layout]
cell type	instances
a21oi_1	117
nand2_1	129
dfxtp_1	104
o21ai_0	114
inv_1	72
nand3_1	78
nor2_1	224
edfxtp_1	72
ha_1	89
xor2_1	89
[stage by stage]
stage	setup slack [ns]	util [%]	hold WS, ns
floorplan	3.84	-	0.339
global placement	2.21	43.7	0.349
detailed placement	2.10	43.7	0.357
CTS	1.62	45.2	0.371
global route	0.907	45.2	0.377
finish	1.56	45.2	0.370
[kinds of logic (layout without fill, tap and decap cells)]
| kind of cell | after synthesis | count (layout) | synth area share (%) |
|---|---|---|---|
| DFF | 176 | 176 | 27.2 |
| latches | 41 | 41 | 3.94 |
| and+or+nand+nor | 683 | 683 | 21.4 |
| muxes | 33 | 33 | 2.22 |
| xor gates and xnor gates | 156 | 156 | 8.75 |
| adders and majority gates | 104 | 104 | 8.55 |
| AOI/OAI and AO/OA | 519 | 519 | 23.1 |
| buffers and inverters | 175 | 197 | 4.79 |
[power by group through the flow]
| stage | logic, mW | clock network [mW] | registers (mW) |
|---|---|---|---|
| 4_1_cts | 0.00448 | 0.549 | 0.634 |
| 5_1_grt | 0.00507 | 0.573 | 0.634 |
| 6_report | 0.00438 | 0.534 | 0.635 |
[area by class of cell]
cell class	instances	area share [%]
clock inverter	9	0.459
timing repair buffer	89	4.89
multi-input combinational	1495	58.2
inverter	76	1.66
sequential	217	28.3
tap	511	3.72
clock buffer	23	2.72
[final timing paths]
| check | startpoint | to | slack [ns] |
|---|---|---|---|
| max | soma_result_1[4] | saida1_1[5] | 1.56 |
| max reg2reg | vetorA[3] | G1.rr[5] | 7.13 |
| min reg2reg | G1.rr[6] | G1.r[6] | 0.37 |
| min | G1.rr[6] | G1.r[6] | 0.37 |
